==> design.v <==
`timescale 1ns / 1ps
module seg7(
    input clk,
	input reset,
	input [31:0] i_data,
	output [7:0] o_seg,
	output [7:0] o_sel
);
    reg [14:0] cnt;
	always @ (posedge clk, posedge reset)
        if (reset)  cnt <= 0;
        else        cnt <= cnt + 1'b1;
    wire seg7_clk = cnt[14]; 
	reg [2:0] seg7_addr; 
	always @ (posedge seg7_clk, posedge reset)
	   if(reset)   seg7_addr <= 0;
	   else	       seg7_addr <= seg7_addr + 1'b1;
    reg [7:0] o_sel_r;
    always @ (*)
	   case(seg7_addr)
	       7 : o_sel_r = 8'b01111111;
	       6 : o_sel_r = 8'b10111111;
	       5 : o_sel_r = 8'b11011111;
	       4 : o_sel_r = 8'b11101111;
           3 : o_sel_r = 8'b11110111;
	       2 : o_sel_r = 8'b11111011;
	       1 : o_sel_r = 8'b11111101;
	       0 : o_sel_r = 8'b11111110;
       endcase
	reg [31:0] i_data_store;
	always @ (posedge clk, posedge reset)
	   if(reset) i_data_store <= 0;
	   else      i_data_store <= i_data;
    reg [7:0] seg_data_r;
	always @ (*)
	   case(seg7_addr)
	       0 : seg_data_r = i_data_store[3:0];
	       1 : seg_data_r = i_data_store[7:4];
           2 : seg_data_r = i_data_store[11:8];
	       3 : seg_data_r = i_data_store[15:12];
	       4 : seg_data_r = i_data_store[19:16];
	       5 : seg_data_r = i_data_store[23:20];
	       6 : seg_data_r = i_data_store[27:24];
	       7 : seg_data_r = i_data_store[31:28];
	   endcase
    reg [7:0] o_seg_r;
	always @ (posedge clk, posedge reset)
	   if(reset)
	       o_seg_r <= 8'hff;
       else case(seg_data_r)
	       4'h0 : o_seg_r <= 8'hC0;
           4'h1 : o_seg_r <= 8'hF9;
           4'h2 : o_seg_r <= 8'hA4;
           4'h3 : o_seg_r <= 8'hB0;
           4'h4 : o_seg_r <= 8'h99;
           4'h5 : o_seg_r <= 8'h92;
           4'h6 : o_seg_r <= 8'h82;
           4'h7 : o_seg_r <= 8'hF8;
           4'h8 : o_seg_r <= 8'h80;
           4'h9 : o_seg_r <= 8'h90;
           4'hA : o_seg_r <= 8'h88;
           4'hB : o_seg_r <= 8'h83;
           4'hC : o_seg_r <= 8'hC6;
           4'hD : o_seg_r <= 8'hA1;
           4'hE : o_seg_r <= 8'h86;
           4'hF : o_seg_r <= 8'h8E;
       endcase
    assign o_sel = o_sel_r;
	assign o_seg = o_seg_r;
endmodule
==> run.sh <==
#!/bin/bash
# OpenROAD 26Q1-2900-gdf79404cd8, Yosys 0.63+post, stock flow scripts
make -C /OpenROAD-flow-scripts/flow DESIGN_CONFIG=/design/flow/config.mk WORK_HOME=/design/flow/orfs finish
==> config.mk <==
export PLATFORM = sky130hd
export DESIGN_NAME = seg7
export DESIGN_NICKNAME = seg7
export VERILOG_FILES = /design/flow/design.v
export SDC_FILE = /design/flow/constraint.sdc
export NUM_CORES = 4
export LEC_CHECK = 1
export CORE_UTILIZATION = 50
==> constraint.sdc <==
current_design seg7

set clk_period 3.0
set clk_io_pct 0.2

create_clock -name clk0 -period $clk_period [get_ports {clk}]

set non_clock_inputs [all_inputs -no_clocks]
set_input_delay [expr $clk_period * $clk_io_pct] -clock clk0 $non_clock_inputs
set_output_delay [expr $clk_period * $clk_io_pct] -clock clk0 [all_outputs]
==> out/qor.yml <==
run_status: "finished, final reports clean"
die_w_um: 69.62
num_rows: 24
critPathLaunch: "o_seg_r[5]$_DFFE_PP1P_"
ctsResizeCount: 0
worst-path-buf-inv: 1
vias_per_cell: 5.297
untimed_endpoints: 11
cts_tree: "yes"
die_h_um: 69.62
path_class: "flip-flop to output pin"
finalHoldViolCount: 0
via_count: 1499
cts_buffer_depth: 2
clkLatencyLatePin_ps: 300
gp_congestion: 0.7959
cts_buffers: 5
pwr-share-clk_pct: 35.2
pin_count: 50
cts.clk_slew.worst_paths_ps: 90
path_cells: "clkdlybuf4s50_1"
rrSetupSlack_ps: 1350
fin_crit_sh_pct: 62.71
cts-hold-fix-buffers: 0
n_antenna_cell: 0
ys.flop_type: "dfrtp_1"
crit_path_start_kind: "flip-flop"
io_buffers: 48
dp.final_hpwl_mm: 2.924
rr_worst_depth: 6
rsz0062_at_grt: "no"
wl_met1_mm: 1.888
hold_depth: 1
post-place-cells: 276
max_stage_delay_ps: 530
ys_ff: 57
grt_pass1_wl_mm: 7.203
synth.cell_area_um2: 2286
crit_family: "flip-flops"
p_sw_uw: 259.3
crit_slowest_cell: "dfstp_2"
initial_core_util_pct: 52.14
htreeDepth: 2
whs_ps: 458.9
netlist_top_cells_count: "dfrtp_1 (50), nand2_1 (17), nand3_1 (13)"
synthArstFlopShare_pct: 100.0
critical_path.endpoint: "o_seg[5]"
tool_warnings: 30
top_area_share_pct: 54.73
yosys_warnings: 1
worst_pin_slew_ps: 695.9
cts-root-buf: "clkbuf_8"
die_area_um2: 4846
rr_endpoint: "o_seg_r[1]$_DFFE_PP1P_"
grt.total_usage_pct: 19.43
swShare_pct: 19.15
slew_headroom_pct: 53.54
clock_skew_ps: 9.617
drt_drc_violations_left: 0
yosys_area_um2: 2286
instances_no_fill: 283
wl_per_cell_um: 14.00
area_leaders: "dfrtp_1 (55%), dfstp_2 (8.0%), xnor2_1 (4.2%)"
cp-end-kind: "output pin"
setup_viol_count_final: 0
synth-edff-count: 0
crit_cells: 1
yosys_cells: 180
max_freq_ghz: 0.5316
coreArea_um2: 4384
arrival_ps: 1280
yosysTopAreaCell: "dfrtp_1"
area_growth_pct: 28.08
rr_startpoint: "i_data_store[10]$_DFF_PP0_"
drv_slew: 0
final.setup.tns_ps: 0
power.density_nw_per_um2: 462.6
wl_met3_um: 212
crit_fanout: 1
grt_overflow: 0
syn_inst: 180
p_seq_share_pct: 56.9
dr.max_layer_used: "met4"
p_comb_share_pct: 7.8
grt_max_degree: 37
drive_above_1_share_pct: 12.12
dr_wl_met2_mm: 1.825
cts_setup_buffers: 0
crit_required_ps: 2400
grt_pass1_vias: 1561
grt_antenna_before_repair: 0
holdCritStartpoint: "cnt[5]$_DFF_PP0_"
drv_cap: 0
p_int_mw: 1.095
most_common_cell: "dfrtp_1"
totalWireLength_mm: 3.961
drtIter0Drc: 126
final_antenna_net_count: 0
unclocked_pins: 3
p_leak_nw: 1.252
fin_crit_ps: 1881
worst_ir_drop_vdd_v: 0.0002853
synthDistinctLibCells: 39
dr.pass1.iters: 4
hold_path.class: "flip-flop to flip-flop"
ys_seq_share_pct: 62.78
avgSynthCellArea_um2: 12.70
how the worst min path moves through the flow:
stage,slack [ps],end
after CTS,470,cnt[5]$_DFF_PP0_
after global routing,490,cnt[5]$_DFF_PP0_
final,460,cnt[5]$_DFF_PP0_
cells in the final DEF (no fill, tap or decap), types with 2 or more instances in the layout:
cell type,n
dfstp_2,7
dfrtp_1,50
clkdlybuf4s50_1,48
a22oi_1,8
buf_4,2
o22a_1,3
inv_1,8
nand3_1,13
and3_1,3
nand4_1,7
a22o_1,2
o22ai_1,3
xnor2_1,11
o211ai_1,2
nor2_1,5
ha_1,7
a21oi_1,4
o22ai_2,2
clkbuf_8,6
xor2_1,3
nand2_1,17
cells by family after synthesis:
group                    synth area share (%)
AND/OR/NAND/NOR                         10.78
XOR/XNOR                                5.364
flip-flops                              62.78
buffers and inverters                   2.846
other                                  0.1640
adder cells (fa/ha/maj)                 3.831
AND-OR/OR-AND                           13.08
multiplexers                            1.149
per-stage QoR:
| step | area (µm²) | power, mW | setup WS [ps] | util (%) |
|---|---|---|---|---|
| after global routing | 2928 | 1.425 | 1061 | 66.78 |
| after detailed placement | 2815 | 0.8929 | 1249 | 64.21 |
| after floorplan | 2286 | 0.8234 | 1012 | - |
| after global placement | 2815 | 0.8906 | 1297 | 64.21 |
| final | 2928 | 1.354 | 1119 | 66.78 |
| after CTS | 2928 | 1.373 | 1093 | 66.78 |
power groups by stage:
stage,combinational [mW],sequential (mW),clock (mW)
final,0.106,0.771,0.477
after global routing,0.118,0.774,0.532
after CTS,0.108,0.771,0.493
flip-flops by register name (all words and copies together), names as in the netlist:
signal and flops:
cnt 15, i_data_store 32, o_seg_r 7, seg7_addr 3
layer usage:
layer / track usage, % / vias to the layer above
met1: 30.91 / 729
met5: 0 / -
met3: 5.162 / 4
met2: 29.99 / 41
met4: 2.000 / 0
li1: - / 725
area by class of cell:
type | instances | area (µm²)
tap | 52 | 65.06
timing repair buffer | 50 | 495.5
fill | 320 | 1456
multi-input combinational | 108 | 785.8
clock inverter | 1 | 30.03
inverter | 9 | 33.78
clock buffer | 6 | 82.58
sequential | 57 | 1435
No activity file was given, so power comes from the tool's default toggle rates.
