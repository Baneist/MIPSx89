## config.mk

```make
export PLATFORM = sky130hd
export DESIGN_NAME = dmem
export DESIGN_NICKNAME = dmem
export VERILOG_FILES = /design/flow/design.v
export SDC_FILE = /design/flow/constraint.sdc
export NUM_CORES = 4
export LEC_CHECK = 1
export CORE_UTILIZATION = 40
export SYNTH_MEMORY_MAX_BITS = 65536
```

## constraint.sdc

```tcl
current_design dmem

set clk_period 99.6
set clk_io_pct 0.2

create_clock -name clk0 -period $clk_period [get_ports {clk}]

set non_clock_inputs [all_inputs -no_clocks]
set_input_delay [expr $clk_period * $clk_io_pct] -clock clk0 $non_clock_inputs
set_output_delay [expr $clk_period * $clk_io_pct] -clock clk0 [all_outputs]
```

## run.sh

```bash
#!/bin/bash
# OpenROAD 26Q1-2900-gdf79404cd8, Yosys 0.63+post, stock flow scripts
make -C /OpenROAD-flow-scripts/flow DESIGN_CONFIG=/design/flow/config.mk WORK_HOME=/design/flow/orfs finish
```

## design.v

```verilog
`timescale 1ns / 1ps
module dmem(
	input wire  clk,
	input wire	ce,
	input wire	we,
	input wire[31:0] addr_in,
	input wire[3:0] sel,
	input wire[31:0] data_i,
	output reg[31:0] data_o,
	output wire[31:0] ret
);
	reg[7:0]  data_mem0[0:512-1];
	reg[7:0]  data_mem1[0:512-1];
	reg[7:0]  data_mem2[0:512-1];
	reg[7:0]  data_mem3[0:512-1];
    wire [31:0] addr;
    assign addr = addr_in - 32'h10010000;
    assign ret = {data_mem3[0],data_mem2[0],data_mem1[0],data_mem0[0]};
	always @ (posedge clk) begin
		if(we == 1'b1) begin
			if (sel[3] == 1'b1) begin
		    	data_mem3[addr[9+1:2]] <= data_i[31:24];
		    end if (sel[2] == 1'b1) begin
		      	data_mem2[addr[9+1:2]] <= data_i[23:16];
			end if (sel[1] == 1'b1) begin
		      	data_mem1[addr[9+1:2]] <= data_i[15:8];
		    end if (sel[0] == 1'b1) begin
		      	data_mem0[addr[9+1:2]] <= data_i[7:0];
		    end			   	    
		end
	end
	always @ (*) begin
		if (ce == 1'b0) begin
			data_o <= 32'h00000000;
	  end else if(we == 1'b0) begin
		    data_o <= {data_mem3[addr[9+1:2]],
		               data_mem2[addr[9+1:2]],
		               data_mem1[addr[9+1:2]],
		               data_mem0[addr[9+1:2]]};
		end else begin
			data_o <= 32'h00000000;
		end
	end		
endmodule
```

==> results.sh <==
# physical design summary
export IMPL_worst_slew_pin_slew_ns=1.335
export IMPL_grt_antenna_before_repair=144
export IMPL_fmax_mhz=20.12
export IMPL_post_synth_most_frequent_cells="sky130_fd_sc_hd__edfxtp_1, sky130_fd_sc_hd__mux2i_1, sky130_fd_sc_hd__mux4_2, sky130_fd_sc_hd__nor2_1, sky130_fd_sc_hd__clkbuf_1"
export IMPL_min_period_ns=49.71
export IMPL_number_of_buffers_inserted_by_post_cts_setup_repair=0
export IMPL_synthesis_warnings=1
export IMPL_cap_viol_max_count=0
export IMPL_die_height_mm=1.260
export IMPL_detail_route_first_pass_iterations=9
export IMPL_fin_tns_setup_ns=0
export IMPL_port_buffers=111
export IMPL_mappedNetlistArea_um2=632700
export IMPL_area_growth_pct=13.07
export IMPL_synthesis_area_per_instance_um2=20.00
export IMPL_stdcell_area_um2=715300
export IMPL_crit_type="input port to output pin"
export IMPL_yosys_cell_count_top_type="sky130_fd_sc_hd__edfxtp_1"
export IMPL_drt_initial_drc_count=22250
export IMPL_synth_area_yosys_um2=632700
export IMPL_ys_flop_type="sky130_fd_sc_hd__edfxtp_1"
export IMPL_warnings=86
export IMPL_crit_required_ns=79.68
export IMPL_post_cts_resized=0
export IMPL_tritoncts="done"
export IMPL_outcome="completed"
export IMPL_post_synth_inst_count=31630
export IMPL_pwr_density_cell_nw_per_um2=19.86
export IMPL_dr_vias=318900
export IMPL_power_static_leakage_nw=225.5
export IMPL_placed_cells_incl_taps=51950
export IMPL_cts_root_buffer="sky130_fd_sc_hd__clkbuf_16"
export IMPL_yosys_cells=31630
export IMPL_setup_worst_path_end_class="output pin"
export IMPL_core_rowCount=461
export IMPL_synth_largest_area_cell="sky130_fd_sc_hd__edfxtp_1"
export IMPL_post_dp_cell_area_um2=663000
export IMPL_critPathArrivalTime_ns=29.79
export IMPL_clk_pin_slew_worst_paths_ns=0.06
export IMPL_groute_usage_overall_pct=25.09
export IMPL_fin_worst_hold_slack_ns=18.93
export IMPL_top_area_share_pct=77.77
export IMPL_netlist_cell_type_count=70
export IMPL_initCoreUtil_pct=40.13
export IMPL_first_global_vias=346600
export IMPL_weighted_congestion_at_the_end_of_routability_driven_global_placement=0.9195
export IMPL_totalWireLength_mm=1823
export IMPL_edf_count=16380
export IMPL_hold_viol_final=0
export IMPL_grt_start_max_net_pins=143
export IMPL_worst_ir_drop_vdd_mv=0.01799
export IMPL_die_w_mm=1.260
export IMPL_die_area_um2=1587000
export IMPL_fillCellCount=128500
export IMPL_grt_remaining_overflow=0
export IMPL_final_max_slew_viol_count=0
export IMPL_core_region_area_um2=1576000
export IMPL_boundaryPins=135
export IMPL_clock_sinks=16380
export IMPL_avgViaCountPerCell=5.775
export IMPL_postCtsHoldBufs=0
export IMPL_slew_limit_headroom_pct=10.19
export IMPL_final_cells=55220
export IMPL_unrepaired_setup_endpoints_after_global_routing="false"
export IMPL_ys_seq_share_pct=77.77
export IMPL_numCtsBuffers=1707
export IMPL_post_route_cells_drive_above_1_share_pct=19.63
export IMPL_ys_async_sr_fraction_pct=0
export IMPL_cts_root_to_sink_buffers=6
export IMPL_synth_area_leaders="sky130_fd_sc_hd__edfxtp_1, sky130_fd_sc_hd__mux4_2, sky130_fd_sc_hd__mux2i_1, sky130_fd_sc_hd__nor2_1, sky130_fd_sc_hd__o22ai_1"
export IMPL_cts_htree_levels=7
export IMPL_setup_viol=0
export IMPL_critPathMaxFanout=63
export IMPL_startpoint_type="input port"
export IMPL_min_period_over_period_pct=49.91
export IMPL_hold_depth=1
export IMPL_post_drt_wl_per_cell_um=33.02
export IMPL_synth_ff_latch_count=16380
export IMPL_final_core_utilization_pct=45.38
export IMPL_antenna_violating_nets_left=0
export IMPL_drc_errors=0
export IMPL_first_pass_grt_wire_length_mm=2550
export IMPL_dpl_hpwl_mm=1175
export IMPL_min_delay_path_class="input port to register"
==> stage by stage <==
stage	setup slack [ns]	total power, mW
floorplan	57.42	8.042
global placement	49.67	8.378
detailed placement	49.60	8.386
CTS	49.59	14.29
global route	49.14	14.57
finish	49.89	14.21
==> final timing paths <==
kind	startpoint	to
worst min-delay path	data_i[17]	data_mem2[227][1]$_DFFE_PP_
worst max-delay path	addr_in[2]	data_o[9]
==> layer usage <==
layer | part of all wire, % | routed length (µm) | GRT usage [%] | vias to the layer above
met1 | 29 | 533200 | 26.51 | 160900
li1 | - | - | - | 133800
met2 | 45 | 820300 | 35.08 | 20290
met5 | 0.43 | 7800 | 3.019 | -
met4 | 5.5 | 100800 | 10.48 | 234
met3 | 20 | 361200 | 22.31 | 3694
==> registers in the layout, indices dropped and copies added, names as in the netlist <==
signal and flops:
data_mem3 4096, data_mem2 4096, data_mem1 4096, data_mem0 4096
==> cell usage in the layout, fill, tap and decap left out, types with 162 or more instances in the layout <==
cell                        netlist  layout
sky130_fd_sc_hd__edfxtp_1     16380   16380
sky130_fd_sc_hd__mux2i_1       2861    2861
sky130_fd_sc_hd__mux4_2        2611    2611
sky130_fd_sc_hd__nor2_1        2171    2149
sky130_fd_sc_hd__clkbuf_16        0    1726
sky130_fd_sc_hd__buf_4           66    1261
sky130_fd_sc_hd__o22ai_1       1019    1019
sky130_fd_sc_hd__nand4_1        709     709
sky130_fd_sc_hd__a221oi_1       422     422
sky130_fd_sc_hd__clkbuf_1      1181     416
sky130_fd_sc_hd__clkinv_1         0     410
sky130_fd_sc_hd__nand2_1        501     393
sky130_fd_sc_hd__a21oi_1        382     373
sky130_fd_sc_hd__a22oi_1        325     325
sky130_fd_sc_hd__clkinv_2         0     275
sky130_fd_sc_hd__o21ai_0        273     269
sky130_fd_sc_hd__diode_2          0     264
sky130_fd_sc_hd__mux2_2         212     212
sky130_fd_sc_hd__nor4_1         200     176
sky130_fd_sc_hd__a22o_1         164     164
sky130_fd_sc_hd__or4_1          162     162
==> critical path: stages <==
cell and delay [ns]:
sky130_fd_sc_hd__buf_16 0.29, sky130_fd_sc_hd__buf_4 0.66, sky130_fd_sc_hd__buf_4 0.69, sky130_fd_sc_hd__buf_4 0.68
sky130_fd_sc_hd__buf_4 0.63, sky130_fd_sc_hd__buf_12 0.47, sky130_fd_sc_hd__buf_4 0.68, sky130_fd_sc_hd__buf_4 0.66
sky130_fd_sc_hd__buf_4 0.66, sky130_fd_sc_hd__mux4_2 0.62, sky130_fd_sc_hd__nand4_1 0.12, sky130_fd_sc_hd__nand4_1 0.15
sky130_fd_sc_hd__nor4_1 0.55, sky130_fd_sc_hd__buf_4 0.23, sky130_fd_sc_hd__nand4_1 0.44, sky130_fd_sc_hd__nor3_2 0.62
sky130_fd_sc_hd__buf_4 0.34, sky130_fd_sc_hd__a41oi_1 0.20, sky130_fd_sc_hd__buf_4 0.26, sky130_fd_sc_hd__clkdlybuf4s50_1 0.43
==> layout make-up <==
cell class	count	area (µm²)	area share [%]
sequential	16380	492000	68.78
multi-input combinational	13020	132900	18.57
clock buffer	2142	44750	6.256
tap	21070	26360	3.685
timing repair buffer	1410	11530	1.612
clock inverter	867	6913	0.9664
antenna	264	660.6	0.09235
inverter	67	264.0	0.03691
==> kinds of logic after synthesis <==
group                  share of synthesized area [%]
AOI/OAI and AO/OA                              3.420
buffers and inverters                          1.507
DFF                                            77.77
muxes                                          14.20
and+or+nand+nor                                3.109
==> power by group <==
part / internal [mW] / leakage (nW) / switching [mW]
Clock: 3.42 / 25.3 / 2.54
Sequential: 7.59 / 147 / 0.000945
Combinational: 0.195 / 53.1 / 0.455
Power is estimated from default activity; no workload was simulated.
